[constraint.sdc]
current_design display_controller

set clk_period 6.8
set clk_io_pct 0.2

create_clock -name clk0 -period $clk_period [get_ports {clk}]

set non_clock_inputs [all_inputs -no_clocks]
set_input_delay [expr $clk_period * $clk_io_pct] -clock clk0 $non_clock_inputs
set_output_delay [expr $clk_period * $clk_io_pct] -clock clk0 [all_outputs]
[design.v]
`timescale 1us/1us
module arom
    #(parameter MEM_SIZE = 4096,
    parameter WORD_SIZE = 20,
    parameter ADDR_SIZE = 16,
    parameter INIT_FILE="palette.hex")
    (input [ADDR_SIZE - 1:0] addr_i,
    output [WORD_SIZE - 1:0] value_o);
    reg[WORD_SIZE - 1:0] data[0:MEM_SIZE];
    initial
        $readmemh(INIT_FILE, data);
    assign value_o = data[addr_i];
endmodule
module display_controller(
    input               clk,
    output              hsync_o,
    output              vsync_o,
    output [3:0]        red_o,
    output [3:0]        green_o,
    output [3:0]        blue_o,
    input               register_write_i,
    input [11:0]        register_index_i,
    input [15:0]        register_write_value_i,
    output              in_vblank_o,
    output reg[5:0]     collision_o);
    wire[9:0] raster_x_native;
    wire[9:0] raster_y_native;
    wire[9:0] raster_x;
    wire[9:0] raster_y;
    wire in_visible_region;
    wire[11:0]     sprite0_address;
    wire[11:0]     sprite1_address;
    wire[11:0]     sprite2_address;
    wire[11:0]     sprite3_address;
    wire sprite0_active;
    wire sprite1_active;
    wire sprite2_active;
    wire sprite3_active;
    vga_timing_generator vtg(
        .clk(clk),
        .vsync_o(vsync_o),
        .hsync_o(hsync_o),
        .in_visible_region(in_visible_region),
        .x_coord(raster_x_native),
        .y_coord(raster_y_native),
        .in_vblank(in_vblank_o));
    assign raster_x = { 1'b0, raster_x_native[9:1] };
    assign raster_y = { 1'b0, raster_y_native[9:1] };
    sprite_detect #(3) sprite0(
        .clk(clk),
        .raster_x(raster_x),
        .raster_y(raster_y),
        .register_write_i(register_write_i),
        .register_index_i(register_index_i),
        .register_write_value_i(register_write_value_i),
        .sprite_active(sprite0_active),
        .sprite_address(sprite0_address));
    sprite_detect #(7) sprite1(
        .clk(clk),
        .raster_x(raster_x),
        .raster_y(raster_y),
        .register_write_i(register_write_i),
        .register_index_i(register_index_i),
        .register_write_value_i(register_write_value_i),
        .sprite_active(sprite1_active),
        .sprite_address(sprite1_address));
    sprite_detect #(11) sprite2(
        .clk(clk),
        .raster_x(raster_x),
        .raster_y(raster_y),
        .register_write_i(register_write_i),
        .register_index_i(register_index_i),
        .register_write_value_i(register_write_value_i),
        .sprite_active(sprite2_active),
        .sprite_address(sprite2_address));
    sprite_detect #(14) sprite3(
        .clk(clk),
        .raster_x(raster_x),
        .raster_y(raster_y),
        .register_write_i(register_write_i),
        .register_index_i(register_index_i),
        .register_write_value_i(register_write_value_i),
        .sprite_active(sprite3_active),
        .sprite_address(sprite3_address));
    reg[11:0] sprite_addr = 0;     
    always @*
    begin
        if (sprite0_active)
            sprite_addr = sprite0_address;
        else if (sprite1_active)
            sprite_addr = sprite1_address;
        else if (sprite2_active)
            sprite_addr = sprite2_address;
        else  
            sprite_addr = sprite3_address;
    end
    reg[5:0] collision = 0;
    reg in_vblank_latched = 0;
    always @(posedge clk)
    begin
        in_vblank_latched <= in_vblank_o;
        if (in_vblank_o & ~in_vblank_latched)
        begin
            collision <= 0;
            collision_o <= collision;
        end
        else
        begin
            collision <= collision | {
                sprite0_active & sprite1_active,
                sprite0_active & sprite2_active,
                sprite0_active & sprite3_active,
                sprite1_active & sprite2_active,
                sprite1_active & sprite3_active,
                sprite2_active & sprite3_active
            };
        end
    end
    wire[11:0] sprite_color;
    wire[3:0] sprite_color_index;
    arom #(4096, 4, 12, "sprites.hex") sprite_rom(
        .addr_i(sprite_addr),
        .value_o(sprite_color_index));
    arom #(16, 12, 4, "palette.hex") palette_rom(
        .addr_i(sprite_color_index),
        .value_o(sprite_color));
    wire sprite_is_active = sprite0_active || sprite1_active;
    reg[11:0] output_color = 0;
    assign { red_o, green_o, blue_o } = output_color;
    always @*
    begin
        if (in_visible_region)
        begin
            if (sprite_is_active && sprite_color_index != 0)
                output_color = sprite_color;
            else
                output_color = 12'b000000000100;     
        end
        else
            output_color = 12'd0;
    end
endmodule
module sprite_detect
    #(parameter BASE_INDEX = 0)
    (input              clk,
    input [9:0]         raster_x,
    input [9:0]         raster_y,
    input               register_write_i,
    input [11:0]        register_index_i,
    input [15:0]        register_write_value_i,
    output              sprite_active,
    output [11:0]       sprite_address);
    reg[9:0] sprite_x = 0;
    reg[9:0] sprite_y = 0;
    reg[3:0] sprite_shape = 0;
    reg sprite_enable = 0;
    wire[9:0] sprite_x_offset = raster_x - sprite_x;
    wire[9:0] sprite_y_offset = raster_y - sprite_y;
    assign sprite_active = sprite_enable && sprite_x_offset[9:4] == 0 && sprite_y_offset[9:4] == 0;
    assign sprite_address = { sprite_shape, sprite_y_offset[3:0], sprite_x_offset[3:0] };
    always @(posedge clk)
    begin
        if (register_write_i)
        begin
            case (register_index_i)
                BASE_INDEX: sprite_x <= register_write_value_i[9:0];
                BASE_INDEX + 1: sprite_y <= register_write_value_i[9:0];
                BASE_INDEX + 2: sprite_shape <= register_write_value_i[3:0];
                BASE_INDEX + 3: sprite_enable <= register_write_value_i != 0;
            endcase
        end
    end
endmodule
module vga_timing_generator(
    input           clk,
    output reg      vsync_o = 0,
    output reg      hsync_o = 0,
    output          in_visible_region,
    output [9:0]    x_coord,
    output [9:0]    y_coord,
    output          in_vblank);
    parameter HSYNC_START = 16;                         
    parameter HSYNC_END = HSYNC_START + 96;
    parameter HVISIBLE_START = HSYNC_END + 48;         
    parameter HVISIBLE_END = HVISIBLE_START + 640;
    parameter VSYNC_START = 10;                         
    parameter VSYNC_END = VSYNC_START + 2;
    parameter VVISIBLE_START = VSYNC_END + 33;         
    parameter VVISIBLE_END = VVISIBLE_START + 480;
    reg hvisible = 0;
    reg vvisible = 0;
    reg[9:0] horizontal_counter = 0;
    reg[9:0] vertical_counter = 0;
    assign in_visible_region = hvisible && vvisible;
    assign in_vblank = !vvisible;
    wire hvisible_end = horizontal_counter == HVISIBLE_END;
    wire vvisible_end = vertical_counter == VVISIBLE_END;
    assign x_coord = horizontal_counter - HVISIBLE_START;
    assign y_coord = vertical_counter - VVISIBLE_START;
    always @(posedge clk)
    begin
        if (hvisible_end)
        begin
            horizontal_counter <= 0;
            hvisible <= 0;
            if (vvisible_end)
            begin
                vvisible <= 0;
                vertical_counter <= 0;
            end
            else
                vertical_counter <= vertical_counter + 1;
        end
        else
            horizontal_counter <= horizontal_counter + 1;
        if (vertical_counter == VSYNC_START)
            vsync_o <= 0;
        else if (vertical_counter == VSYNC_END)
            vsync_o <= 1;
        else if (vertical_counter == VVISIBLE_START)
            vvisible <= 1;
        if (horizontal_counter == HSYNC_START)
            hsync_o <= 0;
        else if (horizontal_counter == HSYNC_END)
            hsync_o <= 1;
        else if (horizontal_counter == HVISIBLE_START)
            hvisible <= 1;
    end
endmodule
[config.mk]
export PLATFORM = sky130hd
export DESIGN_NAME = display_controller
export DESIGN_NICKNAME = display_controller
export VERILOG_FILES = /design/flow/design.v
export SDC_FILE = /design/flow/constraint.sdc
export NUM_CORES = 4
export LEC_CHECK = 1
export CORE_UTILIZATION = 50
export SYNTH_HDL_FRONTEND = slang
export SYNTH_MEMORY_MAX_BITS = 65536
[run.sh]
#!/bin/bash
# OpenROAD 26Q1-2900-gdf79404cd8, Yosys 0.63+post, stock flow scripts
make -C /OpenROAD-flow-scripts/flow DESIGN_CONFIG=/design/flow/config.mk WORK_HOME=/design/flow/orfs finish
==> results.toml <==
# generated from flow reports
[clock_network]
clk_latency_ns = 0.41
cts_resized = 0
hold_buffers = 0
clock-sinks = 121
cts_max_level = 4
clkTransAtPathRegs_ns = 0.06
clockBufferDepth = 2
post_cts_buffers = 0
root_buffer = "clkbuf_16"
cts_tree = "built"
cts_buffers = 17

[synthesis]
synth-area-yosys_um2 = 7365
ys_async_sr_fraction_pct = 0
ys_cells = 704
syn-instance-count = 704
yosysWarnings = 0
edf_count = 100
largest_area_cell = "edfxtp_1"
synth.distinct_cells = 77
synth_area_um2 = 7365
synth_seq_share_pct = 46.48
ys_ff = 121
ff_type = "edfxtp_1"
synth.area.top_cells = "edfxtp_1, ha_1, dfxtp_1, inv_1, nor2_1"
synth.avg_cell_area_um2 = 10.46
top_cell_area_share_pct = 40.77

[worst_setup_path]
critPathRequiredTime_ns = 7.14
end_kind = "flop"
cp-start-kind = "flop"
crit_type = "flop to flop"
crit_path_top_delay_cell = "edfxtp_1"
ff2ff_setup_slack_ns = 2.88
slowest_delay_ns = 0.48
cp_num_buf_inv = 0
cp_cell_sequence = "and2_1, nor2b_1, o21ai_0, nand2_1, xnor2_1, ha_1, a21oi_1, o22ai_1, a311oi_1, nand4_1, a211oi_1, and4_1, a41oi_1, nor2_1"
path_delay_family = "AND-OR/OR-AND gates"
cp_max_fo = 7
crit_arrival_ns = 4.26

[sta]
rsz0062_at_grt = "no"
tightest_slew_ns = 0.9813
whs_ns = 0.4260
finalSetupTns_ns = 0
hold_viol = 0
slew-limit-headroom_pct = 34.34
slew_viol_final = 0
worst_slack_ns = 2.881
finClkSkew_ns = 0.007090
fmax_ghz = 0.2552
period_used_pct = 57.63
setup_viol = 0
fin_crit_ns = 3.919

[drt]
drtPass1Iterations = 5
ant_nets = 0
route.detailed.drc = 0
vias = 5327
viasPerCell = 5.607
routed_wl_um = 16960
wl_per_cell_um = 17.85
antennaDiodeCount = 0
drtIter0Drc = 289

[global_route]
grt_pass1_wl_um = 26570
grt_use_total_pct = 25.36
antenna_found_initial = 0
grt_pass1_vias = 5049
grt_start_max_net_pins = 19
grt_remaining_overflow = 0

[place]
io_buffers = 39
dp_hpwl_um = 12630
gp_congestion = 0.9413
pre_cts_ws_ns = 2.899

[power_and_ir_drop]
p_total_uw = 1797
ir_drop_mv = 0.1849
power_leakage_uw = 0.003559
power_density_nw_per_um2 = 209.5

[layout]
syn_to_final_growth_pct = 16.46
fillCellCount = 1114
layout.area.seq_um2 = 3423
mi_logic_area_um2 = 3531
drive_gt1_share_pct = 7.403
postLayoutCoreUtil_pct = 60.62

[floorplanning]
io_pins = 51
row_count = 43
fp_util_pct = 52.05
core_area_um2 = 14150
die_area_um2 = 15220
die_h_um = 123.4
fp.dieW_um = 123.4

[run]
warnings = 30
drv_cap = 0

[run_status]
status = "complete, no violations"

[worst_hold_path]
hp-class = "flop to flop"
## path summary, 6_finish.rpt
| kind | start | endpoint | cells after the start |
|---|---|---|---|
| hold reg to reg | collision[1] | collision_o[1] | 0 |
| setup / recovery | vtg.vertical_counter[2] | collision[5] | 14 |
| hold / removal | collision[1] | collision_o[1] | 0 |
| setup reg to reg | vtg.vertical_counter[2] | collision[5] | 14 |
## layout make-up
type	count	area share, %
flip-flops and latches	121	39.91
repair buffers	44	4.989
inverters	89	3.895
well taps	180	2.626
multi-input cells	484	41.17
clock buffers	18	5.004
clock inverters	14	2.407
## Yosys cell counts (4+ instances only)
cell	count
and3_1	4
dfxtp_1	21
a311oi_1	4
nand2b_1	12
edfxtp_1	100
buf_4	12
inv_1	89
clkbuf_1	8
o21a_1	5
a21oi_1	36
xor2_1	20
o21ai_0	19
a211oi_1	4
nand4_1	8
xnor2_1	22
a21o_1	10
ha_1	72
nor2_1	52
nor2b_1	11
a31oi_1	7
nor4_1	10
o21ai_1	10
nor3_1	18
mux2i_1	6
nand2_1	43
nand3b_1	7
nand3_1	19
## cell usage in the layout, fill, tap and decap left out, drive strengths merged, types with 19 or more instances in the layout
| cell type | instances |
|---|---|
| ha | 72 |
| inv | 96 |
| nor2 | 52 |
| dfxtp | 21 |
| o21ai | 29 |
| nand3 | 19 |
| xor2 | 20 |
| xnor2 | 22 |
| nand2 | 43 |
| a21oi | 36 |
| edfxtp | 100 |
| clkdlybuf4s50 | 39 |
## sequential cells by signal (all words and copies together), names as in the netlist, 6 cells and up
name / flops
sprite1.sprite_x: 10
collision: 6
sprite1.sprite_y: 10
sprite2.sprite_y: 10
sprite0.sprite_y: 10
collision_o: 6
sprite3.sprite_x: 10
vtg.vertical_counter: 10
sprite2.sprite_x: 10
vtg.horizontal_counter: 10
sprite0.sprite_x: 10
sprite3.sprite_y: 10
## logic make-up after synthesis
kind of cell               share of synthesized area [%]
muxes                                              1.427
adders and majority gates                          12.23
and+or+nand+nor                                    15.48
AOI/OAI and AO/OA                                  13.17
DFF                                                46.48
xor gates and xnor gates                           4.995
other                                            0.05092
buffers and inverters                              6.167
## report_power, final
part / total [µW] / internal [µW] / switching [µW]
logic: 32.1 / 15.8 / 16.4
registers: 799 / 799 / 0.0312
clock network: 965 / 623 / 342
total: 1800 / 1440 / 359
## per-stage QoR
step	area, µm²	std cells
global route	8577	950
floorplan	7402	714
finish	8577	950
CTS	8577	950
global placement	7941	918
detailed placement	7941	918
## layer usage
metal,GRT usage [%],vias up,wire length (µm)
met3,10.64,18,1624
li1,-,2647,-
met4,3.765,0,288
met2,36.94,188,7433
met5,0,-,0
met1,38.18,2474,7614
